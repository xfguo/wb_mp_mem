File: flow/constraint.sdc
current_design spram_bw_wrapper

set clk_period 39.8
set clk_io_pct 0.2

create_clock -name clk0 -period $clk_period [get_ports {clk_i}]

set non_clock_inputs [all_inputs -no_clocks]
set_input_delay [expr $clk_period * $clk_io_pct] -clock clk0 $non_clock_inputs
set_output_delay [expr $clk_period * $clk_io_pct] -clock clk0 [all_outputs]
File: flow/config.mk
export PLATFORM = sky130hd
export DESIGN_NAME = spram_bw_wrapper
export DESIGN_NICKNAME = spram_bw_wrapper
export VERILOG_FILES = /design/flow/design.v
export SDC_FILE = /design/flow/constraint.sdc
export NUM_CORES = 4
export LEC_CHECK = 1
export CORE_UTILIZATION = 30
export SYNTH_MEMORY_MAX_BITS = 65536
File: flow/run.sh
#!/bin/bash
# OpenROAD 26Q1-2900-gdf79404cd8, Yosys 0.63+post, stock flow scripts
make -C /OpenROAD-flow-scripts/flow DESIGN_CONFIG=/design/flow/config.mk WORK_HOME=/design/flow/orfs finish
File: flow/design.v
module spram_bw_wrapper #(
    parameter
        dw = 32,
        aw = 32,
        col_w = 8,
        nb_w = dw/col_w,
        mem_size_bytes = 32'h0000_0400
) (
    input               clk_i,
    input               rst_i,
    input   [aw-1:0]    adr_i,
    input               ce_i,
    input   [nb_w-1:0]  we_i,
    input   [dw-1:0]    dat_i,
    output  [dw-1:0]    dat_o
);
    reg     [dw-1:0]    dout_r;
    reg	    [dw-1:0]    mem [0:mem_size_bytes/nb_w-1];
    always @(posedge clk_i)
    begin 
       dout_r <= mem[adr_i];
    end
    assign dat_o = dout_r;
    generate
    genvar i;
       for (i = 0; i < nb_w; i = i+1)
       begin:sram_bw
          always @(posedge clk_i)
          begin  
             if (we_i[i]) 
                mem[adr_i][(i+1)*col_w-1:i*col_w]
                  <= dat_i[(i+1)*col_w-1:i*col_w];
          end
       end
    endgenerate
endmodule
==> flow_metrics.tcl <==
# collected from the flow reports
set metrics [dict create \
    ant_nets 0 \
    fp_util_pct 30.1 \
    top_area_cell "edfxtp_1" \
    coreArea_um2 1040000 \
    cp_data_arrival_time_ps 14930 \
    antenna_found_initial 51 \
    maxSlewHeadroom_pct 6.15 \
    postCtsSetupBuffers 0 \
    clk_latency_ps 1150 \
    die_y_um 1020 \
    first_global_vias 163000 \
    ys.flops 8224 \
    finalWorstPathRequiredPeriod_ps 13920 \
    fin_util_pct 34.3 \
    place_ws_ps 24440 \
    cts_resized 0 \
    hpwl_um 461000 \
    h-tree-depth 6 \
    die_w_um 1020 \
    skew_ps 29.1 \
    synth-async-reset-ratio_pct 0 \
    cts_tree "yes" \
    finalSetupViolations 0 \
    overflow 0 \
    syn_avg_cell_area_um2 22.2 \
    p_leak_nw 106 \
    critPathKind "in -> reg" \
    synth-edff-count 8192 \
    synthesis.instances 14100 \
    first_iter_violations 9565 \
    warning_count 70 \
    required_ps 40810 \
    peakVddDrop_uv 40.5 \
    via_per_inst 5.04 \
    m1WireLength_um 253000 \
    root_buffer "clkbuf_16" \
    status "finished clean" \
    crit_path_end_kind "flip-flop" \
    min_period_over_period_pct 35.0 \
    die-area_um2 1050000 \
    num_rows 374 \
    finalHoldViolations 0 \
    critPathMaxFanout 48 \
    layout_top_cell "edfxtp_1" \
    cts_buffer_depth 4 \
    pin_count 103 \
    maxCapViolations 0 \
    fin_setup_tns_ps 0 \
    dr.pass1.iters 6 \
    slew_violations 0 \
    drive_above_1_share_pct 24.7 \
    p_per_area_nw_per_um2 49.4 \
    ys_cells 14100 \
    syn_to_final_growth_pct 13.9 \
    critPathLaunchType "input pin" \
    cts_inserted_buffers 811 \
    detailroute.wirelength.met2_um 377000 \
    setup_ws_ps 25880 \
    wl_met3_um 129000 \
    top_cell_area_share_pct 78.6 \
    port_buffers 76 \
    final_cell_mix "edfxtp_1, mux4_2, nor2_1" \
    grt_pass1_wl_um 1140000 \
    ys.flop_type "edfxtp_1" \
    tightest_slew_ps 1400 \
    track_usage_pct 16.0 \
    hold_class "reg -> reg" \
    power.total_mw 17.6 \
    clk_pin_slew_ps 60 \
    max_freq_mhz 71.9 \
    mappedNetlistArea_um2 313000 \
    ys_types 20 \
    ys_seq_share_pct 78.8 \
    yosys_warnings 1 \
    drt-total-wl_um 790000 \
    gp_congestion 0.839 \
    hold_buffers 0 \
    vias 146000 \
    cts_sinks 8224 \
    wl_per_cell_um 27.3 \
    rsz0062_at_grt "false" \
    maxUsedRoutingLayer "met5" \
    ys_area_um2 313000 \
    grt_max_degree 152 \
    remaining_drc_errors 0 \
    area_leaders "edfxtp_1, mux4_2, a22oi_1" \
]
==> metrics by stage <==
step	hold WS, ps	std cells	instance area [um2]
floorplan	819	14100	313000
global placement	937	27400	331000
detailed placement	907	27400	331000
CTS	921	28900	356000
global route	961	29000	356000
finish	931	29000	356000
==> sequential cells by signal (all words and copies together), names as in the netlist <==
register	cells
dout_r	32
mem	8192
==> layout make-up <==
type / count / area, um2
well taps: 13700 / 17200
clock buffers: 1032 / 21500
flip-flops and latches: 8224 / 247000
clock inverters: 447 / 3380
fillers: 94300 / 682000
diodes: 57 / 143
multi-input cells: 4920 / 62600
repair buffers: 581 / 4930
==> cell families after synthesis <==
logic type	share of synthesized area, %
and+or+nand+nor	1.49
muxes	14.7
AOI/OAI and AO/OA	3.63
DFF	78.8
buffers and inverters	1.30
==> final timing paths <==
kind	startpoint	end	slack, ps	cells past startpoint
worst max-delay path	adr_i[0]	dout_r[4]	25880	15
worst min-delay path	mem[194][28]	dout_r[28]	930	5
worst max register to register	mem[27][15]	dout_r[15]	36870	6
worst min register to register	mem[194][28]	dout_r[28]	930	5
==> synth_stat cells (32+ instances only) <==
master and number:
nand2_1 103, dfxtp_1 32, clkbuf_1 631, nand4_1 32, buf_1 69, a22oi_1 1024
buf_6 32, buf_2 160, nor2_1 1042, a21oi_1 512, mux4_2 2048, buf_4 39
o41ai_1 128, edfxtp_1 8192
==> worst max-delay path, cell delays in order <==
cell and delay (ps):
buf_16 270, buf_4 560, buf_4 560, buf_4 600, buf_4 520, buf_4 530, buf_4 500, buf_4 620
buf_4 520, mux4_2 560, a22oi_1 430, a21oi_1 230, o41ai_1 530, buf_4 250, nand4_1 100
==> power breakdown <==
group / internal, mW / total, mW / switching (mW) / leakage, nW
clock network: 4.07 / 7.24 / 3.17 / 12.2
registers: 9.55 / 9.57 / 0.0218 / 73.9
logic: 0.270 / 0.789 / 0.519 / 19.5
total: 13.9 / 17.6 / 3.71 / 106
==> layer usage <==
| layer | track usage (%) | vias to the layer above |
|---|---|---|
| met5 | 0.653 | - |
| met4 | 4.89 | 57 |
| met3 | 12.1 | 1343 |
| met2 | 24.5 | 8152 |
| met1 | 17.5 | 75500 |
| li1 | - | 60900 |
Power figures rest on the tool's default switching activity, not on a simulated workload.
